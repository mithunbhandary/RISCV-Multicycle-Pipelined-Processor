==> design/flow/design.v <==
module alu(
    input [31:0] Data1,
    input [31:0] Data2,
    input [3:0] alu_opcode,
    output reg [31:0] alu_out
);
    always @(*) begin
        case (alu_opcode)
            4'b0001: alu_out=Data1+Data2;   
            4'b0010: alu_out=Data1-Data2;   
            4'b0011: alu_out=Data1&Data2;   
            4'b0100: alu_out=Data1|Data2;   
            4'b0101: alu_out=Data1^Data2;   
            default: alu_out=32'b0;         
        endcase
    end
endmodule
module control_unit(
    input [6:0] opcode,
    input [2:0] func3,
    input [6:0] func7,
    input [19:0] imm_data,
    output reg [31:0] imm_data_ext,   
    output reg [3:0] alu_opcode,      
    output reg is_load,               
    output reg write_en               
);
    always @(*) begin
        imm_data_ext={12'b0,imm_data};   
        is_load=0;
        write_en=1;
        alu_opcode=4'b0;
        case (opcode)
            7'b0000011: is_load = 1;   
            7'b0110011: begin   
                case ({func7,func3})
                    10'b0000000_000: alu_opcode=4'b0001;  
                    10'b0100000_000: alu_opcode=4'b0010;  
                    10'b0000000_110: alu_opcode=4'b0011;  
                    10'b0000000_111: alu_opcode=4'b0100;  
                    10'b0000000_100: alu_opcode=4'b0101;  
                    default: alu_opcode=4'b0000;  
                endcase
            end
            7'b0000000: write_en=0;  
            default:  write_en=0;  
        endcase
    end
endmodule
module dff #(parameter WIDTH = 32) (
    input clk,
    input [WIDTH-1:0] in,
    output reg [WIDTH-1:0] pipelined_out   
);
    always @(posedge clk) begin
        pipelined_out<=in;   
    end
endmodule
module instruction_decoder(
    input clk,
    input [31:0] instruction,
    output reg [6:0] opcode,
    output reg [2:0] func3,
    output reg [6:0] func7,
    output reg [19:0] imm_data,
    output reg [4:0] WriteAdd,
    output reg [4:0] ReadAdd1,
    output reg [4:0] ReadAdd2
);
    always@(posedge clk) begin
        opcode<=instruction[6:0];        
        func3<=instruction[14:12];       
        func7<=instruction[31:25];       
        imm_data<=instruction[31:12];    
        WriteAdd<=instruction[11:7];     
        ReadAdd1<=instruction[19:15];    
        ReadAdd2<=instruction[24:20];    
    end
endmodule
module mux_2x1 #(parameter WIDTH=32)(
    input [WIDTH-1:0] in0,
    input [WIDTH-1:0] in1,
    input sel,
    output [WIDTH-1:0] out
);
    assign out=sel?in1:in0;  
endmodule
module program_counter #(parameter addr_width=7)(
    input clk,
    input reset,
    output reg [addr_width-1:0] address
);
    wire [addr_width-1:0] pc_incremented=address+1;  
    always@(posedge clk) begin
        if (reset) begin
            address<={addr_width{1'b0}};   
        end
        else begin
            address<=pc_incremented;  
        end
    end
endmodule
module program_memory #(parameter addr_width=7, mem_size=128)(
    input clk,
    input reset,
    input [addr_width-1:0] address,
    output reg[31:0] instruction
);
    reg [31:0] memory [0:mem_size-1];
    always@(posedge clk) begin
        if (reset) begin
            memory[0]<=32'b0000000_00000_00000_100_01000_0000011; 
            memory[1]<=32'b0000000_00000_00000_011_01001_0000011; 
	    memory[2]<=32'b0000000_00000_00000_000_00000_0000000; 
            memory[3]<=32'b0000000_01001_01000_000_00001_0110011; 
	    memory[4]<=32'b0100000_01001_01000_000_00010_0110011; 
	    memory[5]<=32'b0000000_01001_01000_110_00011_0110011; 
	    memory[6]<=32'b0000000_01001_01000_111_00100_0110011; 
	    memory[7]<=32'b0000000_01001_01000_100_00101_0110011; 
	    memory[8]<=32'b0000000_00010_00011_000_00001_0110011; 
	    memory[9]<=32'b0000000_00000_00000_000_00000_0000000; 
            memory[10]<=32'b0000000_00001_00100_100_00110_0110011; 
	    memory[11]<=32'b0000000_00000_00000_000_00000_0000000; 
        end
	    else instruction<=memory[address];
    end
endmodule
module register_set(
    input clk,
    input write_en,
    input [4:0] ReadAdd1,
    input [4:0] ReadAdd2,
    input [4:0] WriteAdd,
    input [31:0] Reg_WriteData,
    output wire [31:0] Data1,
    output wire [31:0] Data2
);
    reg [31:0] registers [0:31];  
    always @(posedge clk) begin
        if (write_en) begin
            registers[WriteAdd]<=Reg_WriteData;  
        end
    end
    assign Data1=registers[ReadAdd1];  
    assign Data2=registers[ReadAdd2];  
endmodule
module cpu_riscv(
    input clk,
    input reset,
    output [31:0] pipelined_alu_out
);
    parameter ADDR_WIDTH=7,MEM_SIZE=128;
    wire [ADDR_WIDTH-1:0] pc_address,pc_next;
    wire [31:0] instruction,imm_data_ext,Data1,Data2,alu_out,pipelined_imm_data_ext,Reg_WriteData;
    wire [6:0] opcode,func7;
    wire [2:0] func3;
    wire [19:0] imm_data;
    wire [3:0] alu_opcode;
    wire is_load,write_en,pipelined_write_en,pipelined_is_load;
    wire [4:0] pipelined_WriteAdd,WriteAdd,ReadAdd1,ReadAdd2;
    program_counter #(ADDR_WIDTH) pc_instance(
        .clk(clk),
        .reset(reset),
        .address(pc_address)
    );
    program_memory #(ADDR_WIDTH, MEM_SIZE) program_memory_instance(
        .clk(clk),
        .reset(reset),
        .address(pc_address),
        .instruction(instruction)
    );
    instruction_decoder instruction_decoder_instance(
        .clk(clk),
        .instruction(instruction),
        .opcode(opcode),
        .func3(func3),
        .func7(func7),
        .imm_data(imm_data),
        .WriteAdd(WriteAdd),
        .ReadAdd1(ReadAdd1),
        .ReadAdd2(ReadAdd2)
    );
    control_unit control_unit_instance(
        .opcode(opcode),
        .func3(func3),
        .func7(func7),
        .imm_data(imm_data),
        .imm_data_ext(imm_data_ext),
        .alu_opcode(alu_opcode),
        .is_load(is_load),
        .write_en(write_en)
    );
    alu alu_instance(
        .Data1(Data1),
        .Data2(Data2),
        .alu_opcode(alu_opcode),
        .alu_out(alu_out)
    );
    register_set register_set_instance(
        .clk(clk),
        .write_en(pipelined_write_en),
        .ReadAdd1(ReadAdd1),
        .ReadAdd2(ReadAdd2),
        .WriteAdd(pipelined_WriteAdd),
        .Reg_WriteData(Reg_WriteData),
        .Data1(Data1),
        .Data2(Data2)
    );
    dff #(1) dff_instance1(
        .clk(clk),
        .in(write_en),
        .pipelined_out(pipelined_write_en)
    );
    dff  #(32) dff_instance2(
        .clk(clk),
        .in(alu_out),
        .pipelined_out(pipelined_alu_out)
    );
    dff  #(32) dff_instance3(
        .clk(clk),
        .in(imm_data_ext),
        .pipelined_out(pipelined_imm_data_ext)
    );
    dff  #(1) dff_instance4(
        .clk(clk),
        .in(is_load),
        .pipelined_out(pipelined_is_load)
    );
    dff  #(5) dff_instance5(
        .clk(clk),
        .in(WriteAdd),
        .pipelined_out(pipelined_WriteAdd)
    );
    mux_2x1 #(32) mux1(
        .in0(pipelined_alu_out),
        .in1(pipelined_imm_data_ext),
        .sel(pipelined_is_load),
        .out(Reg_WriteData)
    );
endmodule
==> design/flow/run.sh <==
#!/bin/bash
# OpenROAD 26Q1-2900-gdf79404cd8, Yosys 0.63+post, stock flow scripts
make -C /OpenROAD-flow-scripts/flow DESIGN_CONFIG=/design/flow/config.mk WORK_HOME=/design/flow/orfs finish
==> design/flow/config.mk <==
export PLATFORM = sky130hd
export DESIGN_NAME = cpu_riscv
export DESIGN_NICKNAME = cpu_riscv
export VERILOG_FILES = /design/flow/design.v
export SDC_FILE = /design/flow/constraint.sdc
export NUM_CORES = 4
export LEC_CHECK = 1
export CORE_UTILIZATION = 50
==> design/flow/constraint.sdc <==
current_design cpu_riscv

set clk_period 13.7
set clk_io_pct 0.2

create_clock -name clk0 -period $clk_period [get_ports {clk}]

set non_clock_inputs [all_inputs -no_clocks]
set_input_delay [expr $clk_period * $clk_io_pct] -clock clk0 $non_clock_inputs
set_output_delay [expr $clk_period * $clk_io_pct] -clock clk0 [all_outputs]
==> impl_results.rst <==
Metrics
=======

.. list-table::
   :header-rows: 1

   * - Metric
     - Value
   * - Largest cells by area after synthesis
     - edfxtp_1 (54%), mux4_2 (12%), dfxtp_1 (6.1%)
   * - Largest voltage drop on the vdd net
     - 99.6 uV
   * - Vias post-DR
     - 12,500
   * - Largest net degree at the start of global routing
     - 56
   * - Standby leakage power
     - 8.86 nW
   * - Element type at the critical path end
     - flop
   * - Cell count after synthesis
     - 1,456
   * - Horiz. Die Dim
     - 212 um
   * - Number of different library cells in the post-synthesis netlist
     - 64
   * - # resized after CTS
     - 0
   * - Final Instance Area
     - 24,800 um^2
   * - First-pass GRT wire length
     - 78.3 mm
   * - CP Max Fanout
     - 49
   * - Chip Area, Yosys
     - 22,000 um^2
   * - Post-synthesis cell count from yosys
     - 1,456
   * - Result of the run
     - finished, final reports clean
   * - Power density over cell area
     - 142 nW/um^2
   * - Core footprint
     - 43,300 um^2
   * - Total cell area at the placement stage
     - 23,200 um^2
   * - Mean post-synth cell area
     - 15.1 um^2
   * - Synthesized registers
     - 465
   * - Number of warnings the tools reported
     - 61
   * - Required time worst endpoint
     - 14,130 ps
   * - Worst-Margin Slew
     - 917 ps
   * - Fraction of registers with async set/reset
     - 0%
   * - Number of antenna violations at the first check in global routing
     - 0
   * - Area share of the largest cell type after synthesis
     - 54.2%
   * - Seq/Total Area, Yosys
     - 60.3%
   * - Detailed Route WL
     - 50.7 mm
   * - Clk Tree Root Cell
     - clkbuf_16
   * - Routability congestion estimate
     - 0.930
   * - Setup repair after global routing missed its margin
     - false
   * - Inserted Clock Buffers
     - 49
   * - Power Total
     - 3.52 mW
   * - Row count
     - 76
   * - Path type of the worst setup path
     - reg -> reg
   * - Area growth from synthesis to final layout
     - 12.6%
   * - Fillcell total
     - 3,322
   * - Clock latency on the worst-skew pair
     - 590 ps
   * - Half-perimeter wire length after detailed placement
     - 31.0 mm
   * - Post-synth top flop
     - edfxtp_1
   * - Arrival time at the worst endpoint
     - 6840 ps
   * - Global routing usage summed across all routing layers
     - 26.0%
   * - Top cell type by total area after synthesis
     - edfxtp_1
   * - Final min period
     - 6410 ps
   * - Period utilization
     - 46.8%
   * - Layout cells sized above 1
     - 18.8%
   * - Final Max-Slew Violation Tally
     - 0
   * - Total gr overflow
     - 0
   * - Antenna Cells
     - 0
   * - Synth Cell Area
     - 22,000 um^2
   * - Count of final hold-check violations
     - 0
   * - TritonRoute pass-1 iters
     - 8
   * - Wire per inst
     - 23.8 um
   * - Number of endpoints failing setup at the final stage
     - 0
   * - Final routed DRC violation total
     - 0
   * - CTS tree
     - yes
   * - Type of element launching the critical path
     - flop
   * - Die Size
     - 44,900 um^2
   * - Max-cap check violation count
     - 0
   * - Starting density of the core
     - 50.9%
   * - Peak clock frequency supported by timing
     - 0.156 GHz
   * - Setup total negative slack
     - 0 ps
   * - Flip-flops with a built-in enable
     - 398
   * - Number of clock sinks seen by CTS
     - 465
   * - Class of the tightest hold or removal check
     - reg -> reg
   * - Clock-pin slew on the worst setup and hold paths
     - 60 ps
   * - Relative slew slack
     - 38.7%
   * - Via count of the first global-routing pass
     - 13,200
   * - Number of nets with antenna violations after detailed routing
     - 0
   * - Yosys warning tally
     - 3,722
   * - Maximum level of the CTS H-tree
     - 2
   * - IO Port Bufs
     - 33
   * - DRC violation total after the first TritonRoute iteration
     - 692
   * - # IOs
     - 34
   * - Clock Path Buffers
     - 3
   * - Post-CTS setup repair buffer count
     - 0
   * - Hold buffer count at cts
     - 0
   * - Final setup skew
     - 16.1 ps
   * - Vias/cell
     - 5.85
   * - Vertical extent of the die
     - 212 um
synth_stat cells, types with 7 or more instances:
| cell type | n |
|---|---|
| edfxtp_1 | 398 |
| mux4_2 | 122 |
| ha_1 | 100 |
| inv_1 | 94 |
| nor2_1 | 72 |
| dfxtp_1 | 67 |
| mux2i_1 | 67 |
| a21oi_1 | 58 |
| xnor2_1 | 45 |
| nand2_1 | 41 |
| clkbuf_1 | 40 |
| o21ai_0 | 36 |
| a22oi_1 | 34 |
| nor2b_1 | 29 |
| o22ai_1 | 29 |
| mux2_2 | 20 |
| nor3_1 | 18 |
| xor2_1 | 16 |
| buf_2 | 13 |
| nand3_1 | 13 |
| and3_1 | 12 |
| buf_1 | 12 |
| or2_2 | 10 |
| or3_1 | 8 |
| a211oi_1 | 7 |
| a21o_1 | 7 |
| nand4_1 | 7 |
| o21bai_1 | 7 |
layout by cell type (no fill, tap or decap), types with 29 or more instances in the layout:
cell	count
edfxtp_1	398
mux4_2	122
ha_1	100
inv_1	94
mux2i_1	67
nor2_1	63
dfxtp_1	60
a21oi_1	58
clkbuf_16	51
xnor2_1	45
nand2_1	41
o21ai_0	36
buf_4	35
a22oi_1	34
clkdlybuf4s50_1	33
o22ai_1	29
nor2b_1	29
final timing paths:
path                            depth (start not counted)  slack [ps]                               to                                 startpoint
worst max-delay path                                   19        7290  dff_instance2.pipelined_out[31]  instruction_decoder_instance.imm_data[11]
worst min-delay path                                    0         330   dff_instance5.pipelined_out[0]   instruction_decoder_instance.WriteAdd[0]
worst max register to register                         19        7290  dff_instance2.pipelined_out[31]  instruction_decoder_instance.imm_data[11]
worst min register to register                          0         330   dff_instance5.pipelined_out[0]   instruction_decoder_instance.WriteAdd[0]
state kept, by name, indices dropped and copies added, names as in the netlist:
| register | count |
|---|---|
| program_memory_instance.instruction | 14 |
| dff_instance3.pipelined_out | 8 |
| dff_instance5.pipelined_out | 4 |
| dff_instance4.pipelined_out | 1 |
| pc_instance.address | 7 |
| instruction_decoder_instance.imm_data | 6 |
| register_set_instance.registers | 384 |
| instruction_decoder_instance.opcode | 2 |
| dff_instance2.pipelined_out | 32 |
| dff_instance1.pipelined_out | 1 |
| instruction_decoder_instance.WriteAdd | 4 |
| instruction_decoder_instance.func3 | 2 |
where the power goes:
group	switching [mW]	internal, mW
Sequential	0.0320	1.60
Combinational	0.308	0.226
Clock	0.533	0.816
Total	0.873	2.64
layout make-up:
type	count	area, um^2	area share (%)
inverters	95	357	1.44
clock inverters	18	234	0.943
well taps	585	732	2.95
repair buffers	68	593	2.39
multi-input cells	826	8170	32.9
flip-flops and latches	465	13300	53.6
clock buffers	72	1430	5.74
metrics by stage:
step	setup WS (ps)	cells	hold WS (ps)	utilization (%)
after floorplan	8160	1456	310	-
after CTS	7250	2129	326	57.4
after global routing	6790	2129	339	57.4
final	7290	2129	325	57.4
after detailed placement	7310	2039	312	53.5
after global placement	7360	2039	312	53.5
routing by layer:
metal	track usage (%)	wire length (um)
met1	37.8	19500
met2	38.2	23900
met3	12.9	5770
met4	6.25	1600
met5	0	0
cells by family (layout without fill, tap and decap cells):
kind of cell	after synthesis	in the layout	share of synthesized area, %
adders and majority gates	101	101	5.77
buffers and inverters	165	253	3.02
and+or+nand+nor	234	234	5.42
muxes	210	210	16.6
DFF	465	465	60.3
xor gates and xnor gates	61	61	2.42
AOI/OAI and AO/OA	220	220	6.45
critical path, stage by stage, from the launching register on:
cell and delay [ps]:
dfxtp_4 730, buf_4 650, nand2b_1 330, o221ai_1 440
inv_1 140, or4_1 460, nand3b_4 230, or3_1 350
o41ai_1 320, xnor2_1 120, ha_1 390, nand4_1 200
nor4_1 110, and3_1 190, a221o_1 330, o31a_1 320
a221oi_1 440, o21ai_0 190, xnor2_1 180, o22ai_1 90
No activity file was given, so power comes from the tool's default toggle rates.
